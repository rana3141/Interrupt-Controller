==> /design/flow/design.v <==
module interrupt_controller(
pclk,preset,paddr,pwdata,prdata,penable,pready,pwrite,
interrupt_active,interrupt_to_be_service,interrupt_serviced,interrupt_valid
);
parameter NO_OF_PERIPHERALS = 8;
parameter WIDTH = $clog2(NO_OF_PERIPHERALS);
parameter S_NO_INTERRUPT = 3'b001;
parameter S_ACTIVE_INTERRUPT = 3'b010;
parameter S_SERVICE_DONE = 3'b100;
input pclk,preset,penable,pwrite;	
input [WIDTH-1:0] paddr;		 
input [WIDTH-1:0] pwdata;		 
output reg [WIDTH-1:0] prdata;	 
output reg pready;
input [NO_OF_PERIPHERALS-1:0] interrupt_active;
input interrupt_serviced;
output reg [WIDTH-1:0] interrupt_to_be_service;
output reg interrupt_valid;
reg [WIDTH-1:0] priority_reg [NO_OF_PERIPHERALS-1:0];
reg [2:0] state,next_state;
reg [WIDTH-1:0] highest_priority_value;
reg [WIDTH-1:0] highest_priority_peri;
reg flag;
always @(posedge pclk) begin
	if (preset) begin
		prdata <= 0;
		pready <= 0;
		state <= S_NO_INTERRUPT;
		next_state <= S_NO_INTERRUPT;
		interrupt_to_be_service <= 0;
		interrupt_valid <= 0;
		flag <= 0;
		highest_priority_peri <= 0;
		highest_priority_value <= 0;
		for (int i=0;i<NO_OF_PERIPHERALS;i++) priority_reg[i] <= 0;
	end
	else begin
		if (penable==1) begin
			pready <= 1;
			if (pwrite==1) begin
				priority_reg[paddr] <= pwdata;
			end
			else begin
				prdata <= priority_reg[paddr];
			end
		end
		else begin
			pready <= 0;
		end
	end
end
always @(posedge pclk) begin
	if (preset == 0) begin
		case (state)
			S_NO_INTERRUPT: begin
				if(interrupt_active != 0) begin
					next_state <= S_ACTIVE_INTERRUPT;
					flag <= 1;
				end
				else begin
					next_state <= S_NO_INTERRUPT;
				end
			end
			S_ACTIVE_INTERRUPT: begin
				for (int i=0;i<NO_OF_PERIPHERALS;i++) begin
					if (interrupt_active[i] == 1) begin
						if (flag) begin
							highest_priority_value <= priority_reg[i];
							highest_priority_peri <= i;
							flag <= 0;
						end
						else begin
							if (priority_reg[i] > highest_priority_value) begin
								highest_priority_value <= priority_reg[i];
								highest_priority_peri <= i;
							end
						end
					end
				end
				interrupt_valid <= 1;
				interrupt_to_be_service <= highest_priority_peri;
				next_state <= S_SERVICE_DONE;
			end
			S_SERVICE_DONE : begin
				if (interrupt_serviced) begin
					interrupt_valid <= 0;
					interrupt_to_be_service <= 0;
					highest_priority_peri <= 0;
					highest_priority_value <= 0;
					if (interrupt_active != 0) begin
						next_state <= S_ACTIVE_INTERRUPT;
						flag <= 1;
					end
					else begin
						next_state <= S_NO_INTERRUPT;
					end
				end
			end
		endcase
	end
end
always @(posedge pclk) begin
	state <= next_state;
end
endmodule
==> /design/flow/run.sh <==
#!/bin/bash
# OpenROAD 26Q1-2900-gdf79404cd8, Yosys 0.63+post, stock flow scripts
make -C /OpenROAD-flow-scripts/flow DESIGN_CONFIG=/design/flow/config.mk WORK_HOME=/design/flow/orfs finish
==> /design/flow/config.mk <==
export PLATFORM = sky130hd
export DESIGN_NAME = interrupt_controller
export DESIGN_NICKNAME = interrupt_controller
export VERILOG_FILES = /design/flow/design.v
export SDC_FILE = /design/flow/constraint.sdc
export NUM_CORES = 4
export LEC_CHECK = 1
export CORE_AREA = 10 10 108 108
export DIE_AREA = 0 0 118 118
==> /design/flow/constraint.sdc <==
current_design interrupt_controller

set clk_period 2.7
set clk_io_pct 0.2

create_clock -name clk0 -period $clk_period [get_ports {pclk}]

set non_clock_inputs [all_inputs -no_clocks]
set_input_delay [expr $clk_period * $clk_io_pct] -clock clk0 $non_clock_inputs
set_output_delay [expr $clk_period * $clk_io_pct] -clock clk0 [all_outputs]
==> CHANGELOG.md <==
## Implementation

* CP Launch Type: primary input
* Critical Path RT at about 2.9 ns
* Die Height at 118 um
* Boundary pin count at 27
* Avg WL per Cell at around 10 um
* Largest net degree at the start of global routing at 16
* Primary FF master, synth: edfxtp_1
* Largest register FFs at 24
* CTS resizes at 0
* #FFs+latches synth at 28
* Grt total ovfl at 0
* Routed WL at 2708 um
* Critical path, cell by cell: clkdlybuf4s50_1, mux2_4, a222oi_1, a311oi_1
* Crit-path max FO at 11
* Clk sinks at 28
* Slowest cell on the critical path: clkdlybuf4s50_1
* Crit path time final at between 2 and 2.5 ns
* Die Wd at 118 um
* Final setup margin at roughly 0.67 ns
* HP Class: reg -> reg
* Worst slack at placement at roughly 0.38 ns
* Largest stage delay, worst path at around 0.77 ns
* Layout cell share with drive strength beyond 1 at 0.1679
* Fillers at 1,049
* RSZ-0062 raised after global routing: no
* Hold_buf cts at 0
* Leak at between 0.0005 and 0.0006 uW
* Synth Seq Share at 0.5719
* Detailed Place HPWL at 2076 um
* F_max at 0.4929 GHz
* Initial DRC Count at 58
* Diodes inserted at 0
* FP Rows at 35
* Cell family with the largest share of critical-path delay: buffers and inverters
* Post-synthesis area per instance at between 10 and 15 um2
* Antenna violations before repair at 0
* Top cells excl fill/tap: 24 x and2_1, 24 x edfxtp_1, 13 x clkdlybuf4s50_1
* Critical Path End Type: flip-flop
* First-pass GRT wire length at between 4000 and 5000 um
* WHS Path Cells at 2
* Bufs and invs on worst path at 1
* Stage-log warning count at 34
* Clk Tree Root Cell: clkbuf_8
* Vias per Instance at 3.215
* Max-cap viol count at 0
* Final setup fails at 0
* Area added between synthesis and finish at 22.34%
* Skew final at ~0.0035 ns
* Clk latency of the worst-skew pair at roughly 0.27 ns
* Yosys Chip Area at roughly 1400 um2
* Overall global routing resource usage at 0.04102
* CTS tree: built
* Vias in the first global route at around 900
* Final hold vios at 0
* YS warnings at 22
* Mapped cell area at between 1000 and 1500 um2
* Placed instance area at between 1500 and 2000 um2
* Count of library flops with an enable pin at 24
* Via Count at ~840
* FF-to-FF End: prdata[0]
* Post-CTS setup buffer count at 0
* Worst vdd ir at approximately 0.23 mV
* Worst r2r src: priority_reg[0][0]
* Fin crit share at 0.7515
* Register-to-register setup slack at 1.43 ns
* Hold path startpoint: prdata[0]
* Power per cell area at 477.9 nW/um2
* Post-route ant nets at 0
* Yosys stat cell total at between 100 and 150
* Fin. max-slew vios at 0
* Initial Util at 0.1508
* Total CTS buffers at 3
* # DRC at 0
* Post-Synthesis Cells at about 120
* Port Buffer Count at 13
* GP Congestion at around 0.8
* 1st-pass router iterations at 4
* Async SR Flop Fraction at 0
* Core area at roughly 9300 um2
* Worst reg-to-reg path cell count at 3
* Chip area at ~14,000 um2
* Crit Path Category: in -> reg
* Clk slew on worst S/H paths at roughly 0.090 ns
* Fin Setup TNS at 0 ns
* Status: complete, no violations
* CTS Buffer Depth at 2
* Library cells used by synthesis at 26
* H-tree depth at 1
* Hold worst-path end: prdata[0]
* Post-route cell area at 1713 um2
* Arr. time, crit path at 2.17 ns
## power breakdown
part	switching [uW]	internal, uW	leakage (uW)
combinational	43.8	49.8	0.000301
sequential	6.93	493	0.000262
clock	123	102	0.0000231
total	174	645	0.000586
## synth_stat cells (2+ instances only)
| cell | instances | area (um2) |
|---|---|---|
| a21oi_1 | 2 | 10.01 |
| a31oi_1 | 2 | 12.51 |
| and2_1 | 24 | 150.1 |
| buf_4 | 5 | 37.54 |
| dfxtp_1 | 4 | 80.08 |
| edfxtp_1 | 24 | 720.7 |
| mux2_2 | 7 | 78.83 |
| mux2i_1 | 4 | 40.04 |
| nand2_1 | 4 | 15.01 |
| nand2b_1 | 4 | 25.02 |
| nor2_1 | 8 | 30.03 |
| nor2b_1 | 4 | 25.02 |
| nor3_1 | 2 | 10.01 |
| o21bai_1 | 2 | 15.01 |
| o22a_1 | 2 | 17.52 |
| or2_2 | 8 | 50.05 |
## how the worst max path moves through the flow
stage,startpoint,endpoint,slack [ns],cells after the start
after CTS,paddr[0],prdata[0],0.68,4
final,paddr[0],prdata[0],0.67,4
after global routing,paddr[2],priority_reg[4][0],0.52,4
## logic make-up after synthesis
group / after synthesis / synth area share
compound gates: 10 / 0.05273
buf+inv: 8 / 0.04110
flops: 28 / 0.5719
mux: 12 / 0.09562
other cells: 1 / 0.002678
simple gates: 57 / 0.2359
## worst reg2reg max path, stage by stage (launching register included)
cell and delay [ns]:
edfxtp_1 0.36, mux2_4 0.28, a222oi_1 0.37, a311oi_1 0.14
## area by class of cell
cell class                 count  area, um2  share of cell area
clock buffer                   3      41.29             0.02411
tap                          129      161.4             0.09423
multi-input combinational     83      553.0              0.3229
clock inverter                 1      3.754            0.002191
sequential                    28      800.8              0.4675
timing repair buffer          16      152.6             0.08912
## through the flow
stage                     hold slack [ns]  cells    util  total power, uW
after floorplan                    0.4622    119       -            565.0
after global placement             0.4984    256  0.1797            603.4
after detailed placement           0.5060    256  0.1797            603.9
after CTS                          0.5186    260  0.1845            823.0
after global routing               0.5695    260  0.1845            856.7
final                              0.5098    260  0.1845            818.6
## layer usage
layer  part of all wire  GRT usage  vias up
li1                   -          -      431
met1               0.51    0.05936      381
met2               0.40    0.05979       22
met3              0.071    0.01361        2
met4              0.017   0.005410        0
met5                  0          0        -
Power and IR drop assume default switching activity.
